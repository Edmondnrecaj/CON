**flow/config.mk**
```make
export PLATFORM = sky130hd
export DESIGN_NAME = lfsr_fpga
export DESIGN_NICKNAME = lfsr_fpga
export VERILOG_FILES = /design/flow/design.v
export SDC_FILE = /design/flow/constraint.sdc
export NUM_CORES = 4
export LEC_CHECK = 1
export CORE_UTILIZATION = 30
```
**flow/constraint.sdc**
```tcl
current_design lfsr_fpga

set clk_period 2.8
set clk_io_pct 0.2

create_clock -name clk0 -period $clk_period [get_ports {clk_i}]

set non_clock_inputs [all_inputs -no_clocks]
set_input_delay [expr $clk_period * $clk_io_pct] -clock clk0 $non_clock_inputs
set_output_delay [expr $clk_period * $clk_io_pct] -clock clk0 [all_outputs]
```
**flow/design.v**
```verilog
package cpu_pkg;
parameter RESET_ADDR = 32'h00000000;
parameter OPC_LOAD   = 7'h03;
parameter OPC_IMM    = 7'h13;
parameter OPC_STORE  = 7'h23;
parameter OPC_ALSU   = 7'h33;
parameter OPC_BRANCH = 7'h63;
parameter OPC_SYSTEM = 7'h73;
parameter OPC_AUIPC  = 7'h17;
parameter OPC_LUI    = 7'h37;
parameter OPC_JALR   = 7'h67;
parameter OPC_JAL    = 7'h6F;
parameter F3_BEQ =  3'b000;
parameter F3_BNE =  3'b001;
parameter F3_BLT =  3'b100;
parameter F3_BGE =  3'b101;
parameter F3_ADD  = 3'b000;
parameter F3_SLL  = 3'b001;
parameter F3_SRL  = 3'b101;
parameter F3_OR   = 3'b110;
parameter F3_AND  = 3'b111;
parameter F3_XOR  = 3'b100;
parameter F3_LW   = 3'b010;
typedef enum logic [2:0] { IMM_I, IMM_U, IMM_UJ, IMM_SB, IMM_S } imm_t;
typedef enum logic [3:0] { ALU_ADD, ALU_SUB, ALU_XOR, ALU_OR,
                           ALU_AND, ALU_SRL, ALU_SRA, ALU_SLL,
                           ALU_EQ, ALU_NE, ALU_GES, ALU_LTS } alu_op_t;
endpackage
module lfsr_fpga (
    input logic clk_i,
    input logic rst_i,
    output logic pmod2_led1,
    output logic pmod2_led2,
    output logic pmod2_led3,
    output logic pmod2_led4,
    output logic pmod2_led5,
    input logic pmod2_btn1,  
    input logic pmod2_btn2   
);
    logic [31:0] lfsr_state;
    logic pmod2_btn1_clean;
    lfsr my_lfsr (
        .clk_i        (pmod2_btn1_clean),
        .reset_i      (          ~rst_i),
        .lfsr_state_o (      lfsr_state)
        );
    debouncer pmod2_btn1_debounce (
        .clk_i (clk_i),
        .rst_i (~rst_i),
        .noisy_i (pmod2_btn1),
        .clean_o (pmod2_btn1_clean)
        );
    assign {pmod2_led2, pmod2_led5, pmod2_led3, pmod2_led4} = lfsr_state[3:0];
endmodule
module debouncer #(
    parameter integer STABLE_CYCLES = 128   
) (
    input  logic clk_i,
    input  logic rst_i,
    input  logic noisy_i,    
    output logic clean_o    
);
    logic noisy_sync, noisy_sync_d;    
    logic [$clog2(STABLE_CYCLES):0] counter_p, counter_n;
    logic clean_p, clean_n;
    always_ff @(posedge clk_i or posedge rst_i) begin
        if (rst_i) begin
            noisy_sync   <= 1'b0;
            noisy_sync_d <= 1'b0;
        end else begin
            noisy_sync   <= noisy_i;
            noisy_sync_d <= noisy_sync;
        end
    end
    always_comb begin
        counter_n = counter_p + 1;
        clean_n = clean_p;
        if (noisy_sync_d == clean_p) begin
            counter_n = '0;
        end else if (counter_p == STABLE_CYCLES - 1) begin
            clean_n = noisy_sync_d;
            counter_n = '0;
        end
    end
    always_ff @(posedge clk_i or posedge rst_i) begin
        if (rst_i) begin
            counter_p <= '0;
            clean_p   <= 1'b0;
        end else begin
            counter_p <= counter_n;
            clean_p   <= clean_n;
        end
    end
    assign clean_o = clean_p;
endmodule
module lfsr(
    input logic clk_i,
    input logic reset_i,
    output logic [31:0] lfsr_state_o
);
    logic [31:0] lfsr_p, lfsr_n;
    always_comb begin
        lfsr_n = (lfsr_p << 1) | {31'b0, lfsr_p[27] ^
                                         lfsr_p[23] ^
                                         lfsr_p[19] ^
                                         lfsr_p[18] ^
                                         lfsr_p[15] ^
                                         lfsr_p[11] ^
                                         lfsr_p[7]  ^
                                         lfsr_p[4]  ^
                                         lfsr_p[1] };
        lfsr_state_o = lfsr_p;
    end
    always @(posedge clk_i or posedge reset_i) begin
        if (reset_i) begin
            lfsr_p <= 32'd 11702702;  
        end else begin
            lfsr_p <= lfsr_n;
        end
    end
endmodule
```
**flow/run.sh**
```bash
#!/bin/bash
# OpenROAD 26Q1-2900-gdf79404cd8, Yosys 0.63+post, stock flow scripts
make -C /OpenROAD-flow-scripts/flow DESIGN_CONFIG=/design/flow/config.mk WORK_HOME=/design/flow/orfs finish
```
==> load_flow_metrics.sql <==
-- implementation run metrics
INSERT INTO impl_metrics (metric_group, metric, value, unit) VALUES
('outcome', 'status', 'finished, final reports clean', ''),
('route', 'ant_nets', '0', ''),
('global_routing', 'globalRouteOverflowTotal', '0', ''),
('route', 'number_of_violations_reported_at_the_end_of_detailed_routing_iteration_0', '32', ''),
('clock_network', 'htreeDepth', '1', ''),
('placement', 'buffer_ports.inserted', '6', ''),
('synth', 'synthTopCellsByArea', 'dfrtp_1, dfstp_2, xnor2_1', ''),
('critical_path', 'r2r-start', 'pmod2_btn1_debounce.clean_p$_DFFE_PN0P_', ''),
('critical_path', 'critPathArrivalTime', '1.79', 'ns'),
('timing', 'report.final.setup_viol', '0', ''),
('floorplan', 'standard_cell_rows', '23', ''),
('run', 'tool_warnings', '26', ''),
('synth', 'number_of_unique_standard_cell_types_used_by_synthesis', '22', ''),
('route', 'antenna_cells', '0', ''),
('global_routing', 'globalRouteTotalUtil', '8.48', '%'),
('cells_and_area', 'area.combinational', '263', 'sq um'),
('global_routing', 'vias_in_the_first_global_route', '624', ''),
('floorplan', 'core-area', '0.00403', 'sq mm'),
('synth', 'syn_warnings', '3', ''),
('cells_and_area', 'area.growth.synth_to_final', '13.3', '%'),
('timing', 'final_max_slew_viol_count', '0', ''),
('floorplan', 'io-pin-count', '9', ''),
('timing', 'untimed_endpoints', '32', ''),
('clock_network', 'hold_buffers', '0', ''),
('cells_and_area', 'layout-drive-gt1-share', '20.7', '%'),
('synth', 'seq_area_frac_synth', '78.3', '%'),
('synth', 'post_synthesis_cell_count', '77', ''),
('floorplan', 'initial_core_util', '31.4', '%'),
('timing', 'minimum_hold_slack', '0.349', 'ns'),
('timing', 'post-route-period-util', '60.1', '%'),
('clock_network', 'root_buffer', 'clkbuf_8', ''),
('critical_path', 'cp_data_required_time', '2.91', 'ns'),
('clock_network', 'path_clk_slew', '0.05', 'ns'),
('cells_and_area', 'seq_area', '991', 'sq um'),
('timing', 'worst_clock_skew', '0.00416', 'ns'),
('synth', 'yosys-stat-cells', '77', ''),
('synth', 'synth_flop_count', '39', ''),
('timing', 'unclocked_regs', '28', ''),
('route', 'route.detailed.wl_per_inst', '11.5', 'um'),
('floorplan', 'die_area', '0.00448', 'sq mm'),
('critical_path', 'maximum_fanout_encountered_on_the_critical_timing_path', '30', ''),
('route', 'drcViolationCount', '0', ''),
('placement', 'gp_congestion', '0.799', ''),
('synth', 'syn_area_per_cell', '16.4', 'sq um'),
('critical_path', 'crit_end', 'pmod2_btn1_debounce.counter_p[5]$_DFF_PN0_', ''),
('critical_path', 'critPathKind', 'flop to flop', ''),
('synth', 'syn-cell-area', '0.00126', 'sq mm'),
('synth', 'synth_top_area_share', '53.4', '%'),
('clock_network', 'post-cts-setup-buffers', '0', ''),
('clock_network', 'tritoncts_clock_tree', 'yes', ''),
('critical_path', 'timing.critical_path.to_type', 'flop', ''),
('hold_path', 'min_path_type', 'flop to flop', ''),
('clock_network', 'numCtsBuffers', '3', ''),
('route', 'firstDrtPassIters', '4', ''),
('placement', 'detailedPlace.worstSlack', '1.09', 'ns'),
('route', 'routed_via_density', '4.23', ''),
('route', 'drt_wl_total', '1.58', 'mm'),
('cells_and_area', 'layout_top_cell_excl_fill_tap', 'dfrtp_1', ''),
('pwr', 'vdd_ir_drop_max', '297', 'uV'),
('placement', 'dp_hpwl', '1.09', 'mm'),
('synth', 'synth.largest_area_cell', 'dfrtp_1', ''),
('clock_network', 'clockBufferDepth', '2', ''),
('timing', 'fin_ws', '1.12', 'ns'),
('global_routing', 'grt_start_max_net_pins', '31', ''),
('route', 'via_count', '580', ''),
('critical_path', 'r2r_setup_slack', '1.12', 'ns'),
('cells_and_area', 'final_core_util', '35.6', '%'),
('timing', 'rsz0062_at_grt', 'no', ''),
('critical_path', 'timing.reg2reg.worst_path_depth', '3', ''),
('clock_network', 'ctsResizeCount', '0', ''),
('global_routing', 'number_of_antenna_violations_at_the_first_check_in_global_routing', '0', '');
[worst min-delay path by stage]
stage,to,slack (ns)
final,pmod2_btn1_debounce.noisy_sync_d$_DFF_PN0_,0.35
after CTS,pmod2_btn1_debounce.noisy_sync_d$_DFF_PN0_,0.35
after global routing,pmod2_btn1_debounce.noisy_sync_d$_DFF_PN0_,0.36
[power breakdown]
group | total (mW) | internal (mW) | switching, mW
Clock | 0.155 | 0.0996 | 0.0552
Combinational | 0.0229 | 0.00771 | 0.0151
Sequential | 0.169 | 0.166 | 0.00388
Total | 0.347 | 0.273 | 0.0742
[synthesized netlist by cell type]
library cell / instances
xor2_1: 3
nand2_1: 1
ha_1: 1
xnor3_1: 1
o21ai_0: 3
mux2_2: 1
or4b_1: 1
xnor2_1: 7
nor2_1: 5
or3_1: 2
buf_4: 1
dfrtp_1: 27
a21oi_1: 3
nand4_2: 1
inv_1: 1
nand4_1: 1
nand3_1: 2
dfstp_2: 12
nand3b_1: 1
nor2b_1: 1
o21bai_1: 1
conb_1: 1
[sequential cells by signal, summed over array words and instances, names as in the netlist]
register and cells:
pmod2_btn1_debounce.noisy_sync_d 1, pmod2_btn1_debounce.clean_p 1, my_lfsr.lfsr_p 28, pmod2_btn1_debounce.noisy_sync 1, pmod2_btn1_debounce.counter_p 8
[per-layer routing]
metal	track usage, %	part of all wire [%]	vias to the layer above
met5	0	0	-
met4	1.33	1.5	0
met3	0.694	1.4	3
met2	11.7	43	9
met1	15.1	54	300
li1	-	-	268
[critical path: stages (launching register included)]
cell      delay (ns)
dfrtp_1         0.64
xnor2_1         0.58
o21bai_1        0.26
a21oi_1         0.08
[per-stage QoR]
step,cell area [sq um],power [mW],cells
global placement,1390,0.194,133
floorplan,1260,0.179,77
global route,1430,0.365,137
detailed placement,1390,0.196,133
CTS,1430,0.350,137
finish,1430,0.347,137
[cell type report]
| type | count | area share [%] |
|---|---|---|
| Timing Repair Buffer | 7 | 4.72 |
| Tap cell | 50 | 4.37 |
| Clock buffer | 4 | 3.14 |
| Sequential cell | 39 | 69.2 |
| Inverter | 1 | 0.262 |
| Multi-Input combinational cell | 36 | 18.3 |
[logic make-up (layout without fill, tap and decap cells)]
| kind of cell | after synthesis | after routing | synth area share, % |
|---|---|---|---|
| xor+xnor | 11 | 11 | 8.70 |
| mux | 1 | 1 | 0.890 |
| fa+ha+maj | 1 | 1 | 0.989 |
| flops | 39 | 39 | 78.3 |
| other cells | 1 | 1 | 0.296 |
| buf+inv | 2 | 12 | 0.890 |
| compound gates | 7 | 7 | 2.97 |
| simple gates | 15 | 15 | 6.92 |
Power figures rest on the tool's default switching activity, not on a simulated workload.
