`design/flow/run.sh`:
```
#!/bin/bash
# OpenROAD 26Q1-2900-gdf79404cd8, Yosys 0.63+post, stock flow scripts
make -C /OpenROAD-flow-scripts/flow DESIGN_CONFIG=/design/flow/config.mk WORK_HOME=/design/flow/orfs finish
```
`design/flow/config.mk`:
```
export PLATFORM = sky130hd
export DESIGN_NAME = sqrt
export DESIGN_NICKNAME = sqrt
export VERILOG_FILES = /design/flow/design.v
export SDC_FILE = /design/flow/constraint.sdc
export NUM_CORES = 4
export LEC_CHECK = 1
export CORE_UTILIZATION = 50
```
`design/flow/constraint.sdc`:
```
current_design sqrt

set clk_period 14.4
set clk_io_pct 0.2

create_clock -name clk0 -period $clk_period [get_ports {clk_i}]

set non_clock_inputs [all_inputs -no_clocks]
set_input_delay [expr $clk_period * $clk_io_pct] -clock clk0 $non_clock_inputs
set_output_delay [expr $clk_period * $clk_io_pct] -clock clk0 [all_outputs]
```
`design/flow/design.v`:
```
package cpu_pkg;
parameter RESET_ADDR = 32'h00000000;
parameter OPC_LOAD   = 7'h03;
parameter OPC_IMM    = 7'h13;
parameter OPC_STORE  = 7'h23;
parameter OPC_ALSU   = 7'h33;
parameter OPC_BRANCH = 7'h63;
parameter OPC_SYSTEM = 7'h73;
parameter OPC_AUIPC  = 7'h17;
parameter OPC_LUI    = 7'h37;
parameter OPC_JALR   = 7'h67;
parameter OPC_JAL    = 7'h6F;
parameter F3_BEQ =  3'b000;
parameter F3_BNE =  3'b001;
parameter F3_BLT =  3'b100;
parameter F3_BGE =  3'b101;
parameter F3_ADD  = 3'b000;
parameter F3_SLL  = 3'b001;
parameter F3_SRL  = 3'b101;
parameter F3_OR   = 3'b110;
parameter F3_AND  = 3'b111;
parameter F3_XOR  = 3'b100;
parameter F3_LW   = 3'b010;
typedef enum logic [2:0] { IMM_I, IMM_U, IMM_UJ, IMM_SB, IMM_S } imm_t;
typedef enum logic [3:0] { ALU_ADD, ALU_SUB, ALU_XOR, ALU_OR,
                           ALU_AND, ALU_SRL, ALU_SRA, ALU_SLL,
                           ALU_EQ, ALU_NE, ALU_GES, ALU_LTS } alu_op_t;
endpackage
module sqrt (
    input  logic clk_i,
    input  logic rst_i,
    input  logic start_i,
    input  logic [31:0] a_i,
    output logic valid_o,
    output logic busy_o,
    output logic [31:0] result_o
);
    typedef enum logic [1:0] {INIT, COMP_D, SQRT} state_t;
    state_t state, next_state;
    logic [31:0] x_reg, r_reg, d_reg, a_reg;
    logic valid_reg;
    assign busy_o    = (state != INIT);
    assign valid_o   = valid_reg;
    assign result_o  = r_reg;
    always_ff @(posedge clk_i or posedge rst_i) begin
        if (rst_i) begin
            state     <= INIT;
            valid_reg <= 1'b0;
        end else begin
            state <= next_state;
            if (state == SQRT && d_reg == 0 && next_state == INIT)
                valid_reg <= 1'b1;
            else if (state == INIT && start_i)
                valid_reg <= 1'b0;
        end
    end
    always_comb begin
        next_state = state;
        case (state)
            INIT:    if (start_i)               next_state = COMP_D;
            COMP_D:  if (d_reg <= x_reg)        next_state = SQRT;
            SQRT:    if (d_reg == 0)            next_state = INIT;
            default:                            next_state = INIT;
        endcase
    end
    always_ff @(posedge clk_i or posedge rst_i) begin
        if (rst_i) begin
            x_reg <= 0;
            r_reg <= 0;
            d_reg <= 0;
            a_reg <= 0;
        end else begin
            case (state)
                INIT: begin
                    if (start_i) begin
                        a_reg <= a_i;
                        x_reg <= a_i;
                        r_reg <= 0;
                        d_reg <= 32'd1 << 30;
                    end
                end
                COMP_D: begin
                    if (d_reg > x_reg)
                        d_reg <= d_reg >> 2;
                end
                SQRT: begin
                    if (d_reg != 0) begin
                        if (x_reg >= r_reg + d_reg) begin
                            x_reg <= x_reg - (r_reg + d_reg);
                            r_reg <= (r_reg >> 1) + d_reg;
                        end else begin
                            r_reg <= r_reg >> 1;
                        end
                        d_reg <= d_reg >> 2;
                    end
                end
            endcase
        end
    end
endmodule
```
==> flow_summary.yaml <==
# yosys + openroad results
logic_synthesis:
  syn_inst: 996
  edf_count: 0
  area_leaders: "dfrtp_1 (26%), ha_1 (14%), nand2_1 (7.4%), xnor2_1 (5.7%), o21ai_1 (5.5%)"
  avgSynthCellArea_sq_um: 7.923
  yosys.area.top_type_share_pct: 26.32
  yosysUniqueCellTypes: 70
  async_reset_ff_share_pct: 100.0
  ff_type: "dfrtp_1"
  yosysTopAreaCell: "dfrtp_1"
  ys.flops: 83
  synth_area_sq_um: 7891
  yosys_warnings: 1
  yosys-stat-cells: 996
  synth_seq_share_pct: 26.32
  ys_area_sq_um: 7891
  top_cells_by_count: "nand2_1 (155), ha_1 (86), o21ai_1 (86), dfrtp_1 (83), nor2_1 (74)"
  yosysMostFrequentCell: "nand2_1"
layout:
  drive_gt1_share_pct: 4.676
  syn2layout_area_growth_pct: 14.43
  stdcell_count: 1259
power_and_ir_drop:
  peakVddDrop_v: 0.0001209
  pwr_density_cell_nw_per_um2: 179.9
  leakage_nw: 3.794
  power_mw: 1.624
die:
  rows: 45
  design.core.area_sq_um: 15310
  fp_util_pct: 51.53
  dieHeight_um: 127.6
  ios: 69
  dieWidth_um: 127.6
  die-area_sq_um: 16290
status:
  outcome: "finished, final reports clean"
clocking:
  htree_num_levels: 3
  clockBufferDepth: 2
  cts_tree: "yes"
  clk_latency_ns: 0.35
  clkTransAtPathRegs_ns: 0.07
  root_buffer: "clkbuf_16"
  cts_setup_buffers: 0
  ctsHoldBuffers: 0
  cts.repair.resized: 0
  numClockSinks: 83
  cts_buffers: 9
worst_setup_path:
  slowest_stage: "dfrtp_1"
  cpPeakStageDelay_ns: 0.46
  worstSetupPathDepth: 19
  critPathCaptureType: "flop"
  crit_type: "flop to flop"
  crit_family: "AND-OR/OR-AND gates"
  cp.required_ns: 14.67
  arrival_ns: 5.59
  path_cells: "ha_1, a31oi_2, a211oi_2, a31oi_2, o41ai_4, a221o_2, a31oi_4, xor2_1, ha_1, nand2_1, nor4_1, o21ai_0, a31oi_1, nor3_2, o31ai_2, o211ai_4, buf_4, and2_1, o21ai_1"
  worstPathMaxFanout: 64
  start_kind: "flop"
  worst-path-buf-inv: 1
  rr_worst_depth: 19
hold_path:
  min_path_type: "flop to flop"
  whs_path_depth: 2
sta:
  worst_slew_pin_slew_ns: 0.5896
  slew_viol_final: 0
  clock_skew_ns: 0.01300
  rsz0062_at_grt: "false"
  tns_ns: 0
  hold_viol_final: 0
  setup_viol: 0
  finalCriticalPeriod_ns: 5.318
  holdWs_ns: 0.4889
  timing.slew.headroom_pct: 60.69
  finalCritPeriodShare_pct: 36.93
  fmax_ghz: 0.1880
  setup_ws_ns: 9.082
detailed_routing:
  drc: 0
  dr.pass1.iters: 5
  viasPerCell: 5.545
  wl_per_cell_um: 16.47
  wirelength_mm: 20.74
  antenna_cells: 0
  drt_iter0_markers: 623
  vias: 6981
  antenna_left: 0
job:
  warnings: 29
  cap_violations: 0
placement:
  globalplace.congestion: 0.9053
  dp.cells: 1243
  post-dp-hpwl_mm: 15.77
  pre_cts_ws_ns: 9.118
  port_buffers: 68
global_routing:
  antenna_found_initial: 0
  grt_pass1_wl_mm: 33.91
  overflow: 0
  grt_max_degree: 65
  grt_util_all_layers_pct: 27.30
  grt_pass1_vias: 6353
==> stage by stage <==
step                      utilization, %  area (sq um)
after floorplan                        -          7891
after global placement             56.99          8727
after detailed placement           56.99          8727
after CTS                          58.96          9030
after global routing               58.96          9030
final                              58.96          9030
==> worst paths after layout <==
check	startpoint	endpoint	slack (ns)
min in group asynchronous	rst_i	r_reg[5]$_DFFE_PP0P_	2.82
setup reg to reg	d_reg[2]$_DFFE_PP0P_	x_reg[28]$_DFFE_PP0P_	9.08
hold / removal	valid_reg$_DFFE_PP0P_	valid_reg$_DFFE_PP0P_	0.49
hold reg to reg	valid_reg$_DFFE_PP0P_	valid_reg$_DFFE_PP0P_	0.49
max in group asynchronous	rst_i	x_reg[22]$_DFFE_PP0P_	10.32
setup / recovery	d_reg[2]$_DFFE_PP0P_	x_reg[28]$_DFFE_PP0P_	9.08
==> final cells by class <==
cell class	count	area, sq um
fillers	1401	6285
multi-input cells	830	5483
flip-flops and latches	83	2077
repair buffers	76	740.7
well taps	211	264.0
clock buffers	11	242.7
inverters	43	162.7
clock inverters	5	60.06
==> cells by family (layout without fill, tap and decap cells) <==
logic type / Yosys count / in the layout / share of synthesized area [%]
AOI/OAI and AO/OA: 296 / 296 / 23.12
xor gates and xnor gates: 86 / 86 / 9.545
adders and majority gates: 87 / 87 / 13.89
buffers and inverters: 83 / 135 / 4.439
DFF: 83 / 83 / 26.32
muxes: 26 / 26 / 3.298
and+or+nand+nor: 335 / 335 / 19.39
==> routing by layer <==
layer | track usage, % | up-vias | part of all wire (%)
li1 | - | 3632 | -
met1 | 48.50 | 3153 | 54
met2 | 36.87 | 183 | 40
met3 | 3.669 | 13 | 5.0
met4 | 2.076 | 0 | 0.93
met5 | 0 | - | 0
==> tightest hold or removal path, cell delays in order, from the launching register on <==
cell and delay, ns:
dfrtp_1 0.34, nand2_1 0.04, o21ai_0 0.06
==> cell usage in the layout, fill, tap and decap left out, types with 10 or more instances in the layout <==
master and n:
clkdlybuf4s50_1 68, nor2_1 74, xor2_1 35, a31oi_1 25, a21o_1 12, nand2_1 155
o21ai_1 84, nand2b_1 14, nand4_1 13, o21ai_0 41, mux2i_1 26, a21oi_1 71
dfrtp_1 83, xnor2_1 51, inv_1 41, nor2b_1 16, and3_1 10, nand3_1 14
ha_1 85
==> report_power, final <==
part	internal (mW)	switching [mW]	leakage, nW
combinational	0.394	0.619	2.55
sequential	0.289	0.0779	1.10
clock	0.140	0.104	0.146
Power and IR drop assume default switching activity.
