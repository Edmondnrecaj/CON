## design/flow/run.sh

```bash
#!/bin/bash
# OpenROAD 26Q1-2900-gdf79404cd8, Yosys 0.63+post, stock flow scripts
make -C /OpenROAD-flow-scripts/flow DESIGN_CONFIG=/design/flow/config.mk WORK_HOME=/design/flow/orfs finish
```

## design/flow/config.mk

```make
export PLATFORM = sky130hd
export DESIGN_NAME = gcd
export DESIGN_NICKNAME = gcd
export VERILOG_FILES = /design/flow/design.v
export SDC_FILE = /design/flow/constraint.sdc
export NUM_CORES = 4
export LEC_CHECK = 1
export CORE_UTILIZATION = 50
```

## design/flow/constraint.sdc

```tcl
current_design gcd

set clk_period 14.4
set clk_io_pct 0.2

create_clock -name clk0 -period $clk_period [get_ports {clk_i}]

set non_clock_inputs [all_inputs -no_clocks]
set_input_delay [expr $clk_period * $clk_io_pct] -clock clk0 $non_clock_inputs
set_output_delay [expr $clk_period * $clk_io_pct] -clock clk0 [all_outputs]
```

## design/flow/design.v

```verilog
package cpu_pkg;
parameter RESET_ADDR = 32'h00000000;
parameter OPC_LOAD   = 7'h03;
parameter OPC_IMM    = 7'h13;
parameter OPC_STORE  = 7'h23;
parameter OPC_ALSU   = 7'h33;
parameter OPC_BRANCH = 7'h63;
parameter OPC_SYSTEM = 7'h73;
parameter OPC_AUIPC  = 7'h17;
parameter OPC_LUI    = 7'h37;
parameter OPC_JALR   = 7'h67;
parameter OPC_JAL    = 7'h6F;
parameter F3_BEQ =  3'b000;
parameter F3_BNE =  3'b001;
parameter F3_BLT =  3'b100;
parameter F3_BGE =  3'b101;
parameter F3_ADD  = 3'b000;
parameter F3_SLL  = 3'b001;
parameter F3_SRL  = 3'b101;
parameter F3_OR   = 3'b110;
parameter F3_AND  = 3'b111;
parameter F3_XOR  = 3'b100;
parameter F3_LW   = 3'b010;
typedef enum logic [2:0] { IMM_I, IMM_U, IMM_UJ, IMM_SB, IMM_S } imm_t;
typedef enum logic [3:0] { ALU_ADD, ALU_SUB, ALU_XOR, ALU_OR,
                           ALU_AND, ALU_SRL, ALU_SRA, ALU_SLL,
                           ALU_EQ, ALU_NE, ALU_GES, ALU_LTS } alu_op_t;
endpackage
module gcd (
    input  logic        clk_i,
    input  logic        rst_i,
    input  logic        start_i,
    input  logic [31:0] a_i,
    input  logic [31:0] b_i,
    output logic        busy_o,
    output logic        valid_o,
    output logic [31:0] result_o
);
    logic [31:0] a, a_nxt;
    logic [31:0] b, b_nxt;
    logic [5:0]  k, k_nxt;           
    logic [31:0] result, result_nxt;
    typedef enum logic [3:0] {
        IDLE       = 4'b0000,
        LOAD       = 4'b0001,
        CHK_ZERO   = 4'b0010,
        FACTOR2    = 4'b0011,
        STRIP_A    = 4'b0100,
        STRIP_B    = 4'b0101,
        CMP        = 4'b0110,
        SUB        = 4'b0111,
        DONE       = 4'b1000
    } state_t;
    state_t state, state_nxt;
    logic a_is_zero, b_is_zero;
    logic both_even, a_even, b_even;
    logic a_gt_b;
    logic b_will_be_zero;           
    assign a_is_zero = (a == 0);
    assign b_is_zero = (b == 0);
    assign both_even = (a[0] == 0) && (b[0] == 0);
    assign a_even    = (a[0] == 0);
    assign b_even    = (b[0] == 0);
    assign a_gt_b    = (a > b);
    logic load_inputs, inc_k, shift_a, shift_b, swap, set_res;
    always_comb begin
        state_nxt   = state;
        load_inputs = 1'b0;
        inc_k       = 1'b0;
        shift_a     = 1'b0;
        shift_b     = 1'b0;
        swap        = 1'b0;
        set_res     = 1'b0;
        a_nxt      = a;
        b_nxt      = b;
        k_nxt      = k;
        result_nxt = result;
        b_will_be_zero = 1'b0;
        case (state)
            IDLE: begin
                if (start_i) begin
                    load_inputs = 1'b1;           
                    state_nxt   = LOAD;
                end
            end
            LOAD: begin
                a_nxt = a_i;                      
                b_nxt = b_i;
                k_nxt = 6'd0;                     
                state_nxt = CHK_ZERO;
            end
            CHK_ZERO: begin
                if (a_is_zero && b_is_zero) begin
                    set_res     = 1'b1;
                    result_nxt  = 32'd0;
                    state_nxt   = DONE;
                end else if (a_is_zero) begin
                    set_res     = 1'b1;
                    result_nxt  = b;
                    state_nxt   = DONE;
                end else if (b_is_zero) begin
                    set_res     = 1'b1;
                    result_nxt  = a;
                    state_nxt   = DONE;
                end else begin
                    state_nxt = FACTOR2;
                end
            end
            FACTOR2: begin
                if (both_even) begin
                    shift_a = 1'b1;
                    shift_b = 1'b1;
                    inc_k   = 1'b1;
                    a_nxt = a >> 1;
                    b_nxt = b >> 1;
                    k_nxt = k + 1'b1;
                    state_nxt = FACTOR2;           
                end else begin
                    state_nxt = STRIP_A;
                end
            end
            STRIP_A: begin
                if (a_even) begin
                    shift_a = 1'b1;
                    a_nxt   = a >> 1;
                    state_nxt = STRIP_A;
                end else begin
                    state_nxt = STRIP_B;
                end
            end
            STRIP_B: begin
                if (b_even) begin
                    shift_b = 1'b1;
                    b_nxt   = b >> 1;
                    state_nxt = STRIP_B;
                end else begin
                    state_nxt = CMP;
                end
            end
            CMP: begin
                if (a_gt_b) begin
                    swap  = 1'b1;
                    a_nxt = b;
                    b_nxt = a;
                end
                state_nxt = SUB;
            end
            SUB: begin
                b_nxt = b - a;                      
                b_will_be_zero = (b_nxt == 0);
                if (b_will_be_zero) begin
                    set_res     = 1'b1;
                    result_nxt  = a << k;         
                    state_nxt   = DONE;
                end else begin
                    state_nxt = STRIP_B;
                end
            end
            DONE: begin
                state_nxt = IDLE;                  
            end
            default: state_nxt = IDLE;            
        endcase
    end
    always_ff @(posedge clk_i or posedge rst_i) begin
        if (rst_i) begin
            a      <= 32'd0;
            b      <= 32'd0;
            k      <= 6'd0;
            result <= 32'd0;
        end else begin
            a      <= a_nxt;
            b      <= b_nxt;
            k      <= k_nxt;
            result <= result_nxt;
        end
    end
    always_ff @(posedge clk_i or posedge rst_i) begin
        if (rst_i)
            state <= IDLE;
        else
            state <= state_nxt;
    end
    always_ff @(posedge clk_i or posedge rst_i) begin
        if (rst_i) begin
            busy_o   <= 1'b0;
            valid_o  <= 1'b0;
            result_o <= 32'd0;
        end else begin
            busy_o   <= (state != IDLE) && (state != DONE);
            valid_o  <= set_res;                
            result_o <= result_nxt;
        end
    end
endmodule
```

==> metrics.sh <==
LAYOUT_TOP_CELLS='nand2_1 (156), o21ai_0 (123), dfrtp_1 (107), a21oi_1 (103), clkdlybuf4s50_1 (100)'
PIN_COUNT=101
GRT_ANTENNA_BEFORE_REPAIR=0
DRT_FIRST_ITER_VIOLATIONS=881
POWER_LEAKAGE_nW=4.57
WORST_EP_ARRIVAL_TIME_NS=5.11
FINALHOLDWORSTSLACK_NS=0.510
CLOCK.LATENCY.LATE_PIN_NS=0.37
DRT-PASS1-ITER-COUNT=6
FILLCELLCOUNT=1758
FINAL_DESIGN_AREA_NO_FILL_MM2=0.0108
WORSTPATHCELLLIST='inv_1, ha_1, inv_1, fa_1, a211oi_1, o21ai_1, a21oi_1, xor2_1, o21ai_0, or4_1, nor4b_1, nand4_1, or4_4, o32a_2, buf_4, mux2_4'
YOSYS-STAT-AREA_MM2=0.00956
CHIP_AREA_MM2=0.0197
YOSYS_CELLS=1181
CRITICAL_PATH.SLOWEST_CELL='or4_4'
SYNTH_ASYNC_SR_FLOP_SHARE_PCT=100
YS_SEQ_ELEMENTS=108
GRT_MAX_DEGREE=65
POWER.IR.VDD_WORST_V=0.000195
SYN_AREA_PER_CELL_UM2=8.09
FLOP_CELL='dfrtp_1'
POST_DP_CELL_AREA_MM2=0.0105
YOSYS.AREA.TOP_TYPE_SHARE_PCT=28.3
PEAK_PER_STAGE_DELAY_ON_THE_CRITICAL_PATH_NS=0.48
FIRST_GLOBAL_VIAS=8678
RUN_STATUS='complete, no violations'
FINAL_WEIGHTED_CONGESTION_IN_ROUTABILITY_DRIVEN_PLACEMENT=0.969
SEQUENTIAL_CELL_AREA_MM2=0.00270
GRT_SETUP_UNREPAIRED='false'
EDF_COUNT=0
MAX_CAP_VIOLATIONS=0
STAGE_LOG_WARNINGS=28
FP-ROW-COUNT=50
AREAGROWTHSYNTHTOFINISH_PCT=12.8
CTS_RESIZED=0
CORE_REGION_AREA_MM2=0.0187
MIN-DELAY-PATH-CLASS='register to register'
YS_SEQ_SHARE_PCT=28.3
NETLIST_TOP_CELLS_AREA='dfrtp_1 (28%), o21ai_0 (6.4%), nand2_1 (6.1%), a21oi_1 (5.5%), ha_1 (4.6%)'
FINAL_LAYOUT_TOP_LOGIC_CELL='nand2_1'
CHIPHEIGHT_UM=140
HORIZ_DIE_DIM_UM=140
DRIVE_ABOVE_1_SHARE_PCT=9.54
R2R_START='b[0]'
SETUP-TNS-FINAL_NS=0
CLOCK_TREE.HTREE_LEVEL_COUNT=3
SKEW_NS=0.0131
POWER-PER-CELL-AREA_mW_PER_MM2=281
CTS_TREE='done'
CTS_ROOT_BUFFER='clkbuf_16'
WORSTPATHREQUIRED_NS=14.65
FINAL.SETUP.WORST_SLACK_NS=9.54
CRITICAL_PATH.STARTPOINT='b[0]'
FINALCOREUTILIZATION_PCT=57.6
CTS_NUM_SINKS=108
GLOBAL_ROUTE_WIRE_LENGTH_BEFORE_REPAIR_MM=51.1
CTS_BUFFERS=9
WIRELENGTH_MM=32.7
CP_STARTPOINT_KIND='register'
DRT-VIAS-PER-INSTANCE=6.48
NUM_VIAS=9318
MULTI_INPUT_COMB_AREA_MM2=0.00617
POST-SYNTH-TOP-AREA-CELL='dfrtp_1'
CRITICAL_PATH_PEAK_FANOUT=34
SYNTH.CELL_AREA_MM2=0.00956
WORST-SETUP-PATH-TYPE='register to register'
LAYOUT_MIN_CYCLE_TIME_NS=4.86
TIMING.FINAL.MAX_SLEW_VIOLATIONS=0
OVERFLOW=0
TIGHTEST_SLEW_NS=0.739
DP.FINAL_HPWL_MM=24.5
GRT_USE_TOTAL_PCT=35.3
FLOORPLAN.CORE_UTIL_PCT=51.1
DPL_WORST_SLACK_NS=9.67
CTS.CLK_SLEW.WORST_PATHS_NS=0.08
SYNTHDISTINCTLIBCELLS=75
DRC_ERRORS=0
SYN_INST=1181
WORST_CASE_CLOCK_BUFFER_DEPTH=2
ANT_NETS=0
FINAL-SETUP-VIOL-COUNT=0
WL_PER_CELL_UM=22.7
ROUTE.ANTENNA.DIODE_COUNT=0
PLACE.PORT_BUFFERS=100
POST-CTS-SETUP-BUFFER-COUNT=0
SYNTH.YOSYS.WARNINGS=1
FINAL_HOLD_VIOL_COUNT=0
MIN_FROM='result[10]'
CRIT_PATH_END_KIND='register'
SLEW-LIMIT-HEADROOM_PCT=50.8
CRIT_TOP_CELL='inv_1'
TIMING.FINAL.CRIT_SHARE_PCT=33.7
HOLD_BUFS_INSERTED_AFTER_CTS=0
CLOCK.FMAX_GHz=0.206
## per-stage QoR
step                      power, mW  cells
after floorplan                2.15   1181
after global placement         2.74   1423
after detailed placement       2.73   1423
after CTS                      3.00   1439
after global routing           3.27   1439
final                          3.03   1439
## worst paths after layout
kind,end,slack [ns],depth (start not counted)
worst min-delay path,result[10],0.51,1
min in group asynchronous,k[1],2.86,2
worst max-delay path,result[23],9.54,16
worst max register to register,result[23],9.54,16
worst min register to register,result[10],0.51,1
max in group asynchronous,k[0],10.57,3
## kinds of logic (layout without fill, tap and decap cells)
logic type | after synthesis | in the layout | synth area share (%)
AOI/OAI and AO/OA | 421 | 421 | 27.9
muxes | 85 | 85 | 12.7
buffers and inverters | 158 | 182 | 7.49
adders and majority gates | 36 | 36 | 4.79
DFF | 108 | 108 | 28.3
xor gates and xnor gates | 30 | 30 | 2.83
and+or+nand+nor | 343 | 343 | 15.9
## area by class of cell
class | count | share of cell area (%)
clock buffer | 10 | 2.12
clock inverter | 6 | 0.534
inverter | 47 | 1.66
multi-input combinational | 915 | 57.3
sequential | 108 | 25.1
tap | 234 | 2.72
timing repair buffer | 119 | 10.6
## per-layer routing
| layer | vias to the layer above | track usage (%) | part of all wire, % |
|---|---|---|---|
| met5 | - | 0 | 0 |
| met4 | 0 | 9.49 | 3.5 |
| met3 | 69 | 8.60 | 10 |
| met2 | 479 | 51.1 | 43 |
| met1 | 4368 | 54.1 | 43 |
| li1 | 4402 | - | - |
## flip-flops by register name, summed over array words and instances, names as in the netlist
register,flops
result,32
busy_o,1
a,32
state,4
valid_o,1
k,6
b,32
## synth_stat cells (21+ instances only)
cell type  number
a21oi_1       105
mux2i_1        27
a31oi_1        33
nor2_1         90
inv_1          47
dfrtp_1       108
a221oi_1       21
mux2_4         27
a22oi_1        33
o21ai_0       123
ha_1           35
clkbuf_1       89
nand2_1       156
## critical path: cells and delay by family, from the launching register on
kind / cells / cell delay [ns]
AOI/OAI and AO/OA: 5 / 1.28
xor gates and xnor gates: 1 / 0.20
adders and majority gates: 2 / 0.58
buffers and inverters: 3 / 0.51
DFF: 1 / 0.47
muxes: 1 / 0.35
and+or+nand+nor: 4 / 1.33
## report_power, final
part           internal, mW  total (mW)  switching [mW]
Combinational         0.806        2.11            1.31
Sequential            0.408       0.668           0.259
Clock                 0.122       0.248           0.127
Total                  1.34        3.03            1.69
Power and IR drop assume default switching activity.
